File: design/flow/design.v
module registrador_7 (
    input        clock,
    input        clear,
    input        enable,
    input  [8:0] D,
    output [8:0] Q
);
    reg [8:0] IQ;
    always @(posedge clock or posedge clear) begin
        if (clear)
            IQ <= 0;
        else if (enable)
            IQ <= D;
    end
    assign Q = IQ;
endmodule
File: design/flow/run.sh
#!/bin/bash
# OpenROAD 26Q1-2900-gdf79404cd8, Yosys 0.63+post, stock flow scripts
make -C /OpenROAD-flow-scripts/flow DESIGN_CONFIG=/design/flow/config.mk WORK_HOME=/design/flow/orfs finish
File: design/flow/config.mk
export PLATFORM = sky130hd
export DESIGN_NAME = registrador_7
export DESIGN_NICKNAME = registrador_7
export VERILOG_FILES = /design/flow/design.v
export SDC_FILE = /design/flow/constraint.sdc
export NUM_CORES = 4
export LEC_CHECK = 1
export CORE_AREA = 10 10 70 70
export DIE_AREA = 0 0 80 80
File: design/flow/constraint.sdc
current_design registrador_7

set clk_period 1.1
set clk_io_pct 0.2

create_clock -name clk0 -period $clk_period [get_ports {clock}]

set non_clock_inputs [all_inputs -no_clocks]
set_input_delay [expr $clk_period * $clk_io_pct] -clock clk0 $non_clock_inputs
set_output_delay [expr $clk_period * $clk_io_pct] -clock clk0 [all_outputs]
==> reports/metrics.csv <==
stage,metric,value,unit
global_route,vias in the first global route,279,
die,die height,80,um
cts,CTS tree,done,
layout,top flop regs,IQ: 9 flops,
global_route,first-pass GRT wire length,1350,um
drt,number of DRC markers in iteration 0,2,
drt,Inserted Diodes,0,
timing,max frequency,0.959,GHz
die,# rows,21,
layout,largest reg by FF count,IQ,
drt,vias per inst,2.93,
power_and_ir_drop,sw frac,0.197,
die,# IOs,21,
timing,Setup-failing EPs final,0,
yosys,Post-Syn Area,375,um2
placement,buffers added on ports,20,
power_and_ir_drop,Comb power frac,0.259,
drt,routed via count,293,
cts,Max clock buf depth,2,
timing,Final Skew,0,ns
layout,layout cell share with drive strength beyond 1,0.426,
cts,clock tree sinks,9,
timing,Final Max Slew Viols,0,
worst_setup_path,Worst Path Arrival,1.18,ns
drt,Final ANT Viol Nets,0,
timing,hold slack final,0.229,ns
worst_setup_path,Reg2Reg Setup Slack,0.12,ns
cts,H-tree levels,1,
timing,RSZ-0062 raised after global routing,false,
yosys,Synth Seq Share,0.600,
yosys,Cells after Synth,20,
drt,"wirelength, routed",978,um
power_and_ir_drop,worst vdd ir,0.668,mV
power_and_ir_drop,switching power,0.165,mW
cts,Num CTS Buffers,3,
timing,Relative slew margins,0.773,
cts,clock root buffer,clkbuf_4,
power_and_ir_drop,sequential share of power,0.452,
power_and_ir_drop,Leak,0.341,nW
yosys,yosys cell count,20,
flow_run,tool warning count,25,
worst_setup_path,RR Endpoint,IQ[5],
power_and_ir_drop,Clock power frac,0.289,
run_status,outcome,completed,
timing,Final Critical Period,1.04,ns
worst_setup_path,r2r worst-path depth,3,
worst_setup_path,origin of the worst setup path,enable,
die,Floorplan Utilization,0.110,
timing,fin crit share,0.948,
yosys,"Distinct cells, synth",4,
drt,first drt pass iteration count,3,
drt,drt wl/cell,9.78,um
worst_setup_path,Startpoint Class,primary input,
placement,gp weighted congestion,0.656,
global_route,total track usage,0.0296,
worst_setup_path,worst setup path endpoint,IQ[4],
hold_path,Worst Hold Class,in -> async,
yosys,YS chip area,375,um2
layout,Layout Cells excl Fill,100,
drt,Remaining DRCs,0,
timing,Least-Margin Pin Slew,0.340,ns
cts,CTS clock-pin slew for the worst setup and hold paths,0.06,ns
timing,final hold violation count,0,
worst_setup_path,WP data required,1.23,ns
placement,placed cells,86,
yosys,#FFs+latches synth,9,
die,Die Area,6400,um2
worst_setup_path,crit path kind,in -> reg,
power_and_ir_drop,Power Dens Cells,1130,nW/um2
die,Die Span X,80,um
global_route,initial antenna violation count,0,
yosys,YS warnings,1,
timing,Fin Setup TNS,0,ns
layout,number of flip-flops in the largest register,9,
worst_setup_path,Critical Path End Type,flip-flop,
flow_run,maxcap violations,0,
yosys,"Avg Cell Area, Syn",18.8,um2
worst_setup_path,CP Max Fanout,9,
layout,area delta synth->final,98.0,%
global_route,largest net degree at the start of global routing,10,
cts,clock latency (worst-skew pair),0.25,ns
worst_setup_path,reg-to-reg startpoint,IQ[5],
power_and_ir_drop,Internal,0.674,mW
die,CORE AREA,3420,um2
global_route,gr ovfl total,0,
area by class of cell:
type,count,area [um2]
Tap cell,46,57.6
Timing Repair Buffer,31,295
Clock buffer,4,26.3
Sequential cell,9,225
Fill cell,380,2670
Multi-Input combinational cell,9,135
Inverter,1,3.75
metal layers:
metal  wire (um)  global-route usage  vias up
met3         169              0.0318        0
met4           0                   0        0
li1            -                   -      136
met5           0                   0        -
met1         388              0.0346      140
met2         419              0.0385       17
worst min path at each step:
stage	slack, ns	startpoint	depth (start not counted)	endpoint
finish	0.23	clear	2	IQ[3]
global route	0.25	clear	2	IQ[7]
CTS	0.24	clear	2	IQ[3]
Yosys cell counts:
library cell  number  area [um2]
buf_6              1        11.3
dfrtp_1            9         225
inv_1              1        3.75
mux2_4             9         135
what timing repair did:
item | in CTS | in global routing
gates cloned | 0 | 0
endpoints found under the hold margin | 0 | 0
resized | 13 | 5
buffers inserted | 8 | 2
hold buffers | 0 | 0
endpoints found under the setup margin | 9 | 5
power groups by stage:
stage	combinational, mW	sequential (mW)	clock [mW]
after CTS	0.209	0.379	0.255
after global routing	0.234	0.383	0.277
final	0.217	0.380	0.243
metrics by stage:
stage | util | instance area, um2 | total power [mW] | worst slack (ns)
finish | 0.218 | 743 | 0.839 | 0.0575
global route | 0.218 | 743 | 0.893 | 0.0157
CTS | 0.211 | 722 | 0.842 | 0.00726
detailed placement | 0.188 | 642 | 0.572 | -0.206
global placement | 0.188 | 642 | 0.569 | -0.202
floorplan | - | 375 | 0.446 | 0.328
layout by cell type, fill, tap and decap left out, drive strengths merged:
cell type / n
clkbuf: 4
buf: 11
inv: 1
clkdlybuf4s50: 11
dfrtp: 9
mux2: 9
clkdlybuf4s15: 9
critical path: stages:
cell	delay [ns]
clkdlybuf4s50_1	0.50
buf_12	0.15
mux2_4	0.30
kinds of logic after synthesis:
kind of cell | share of synthesized area
muxes | 0.360
DFF | 0.600
buffers and inverters | 0.0400
Power and IR drop assume default switching activity.
