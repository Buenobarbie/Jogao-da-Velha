===== flow/design.v =====
module ram_board_state 
(
    input        clk,
    input        we,
    input  [1:0] data,
    input  [3:0] addr,
    output [1:0] q
);
    reg [1:0] ram [9:0];
    reg [3:0] addr_reg;
    initial 
    begin : INICIA_RAM
     ram[0] <= 2'b00;
     ram[1] <= 2'b00;
     ram[2] <= 2'b01;
     ram[3] <= 2'b00;
     ram[4] <= 2'b00;
     ram[5] <= 2'b10;
     ram[6] <= 2'b00;
     ram[7] <= 2'b11;
     ram[8] <= 2'b00;
     ram[9] <= 2'b00;
    end 
    always @ (posedge clk)
    begin
        if (we)
            ram[addr] <= data;
        addr_reg <= addr;
    end
    assign q = ram[addr_reg];
endmodule

===== flow/run.sh =====
#!/bin/bash
# OpenROAD 26Q1-2900-gdf79404cd8, Yosys 0.63+post, stock flow scripts
make -C /OpenROAD-flow-scripts/flow DESIGN_CONFIG=/design/flow/config.mk WORK_HOME=/design/flow/orfs finish

===== flow/config.mk =====
export PLATFORM = sky130hd
export DESIGN_NAME = ram_board_state
export DESIGN_NICKNAME = ram_board_state
export VERILOG_FILES = /design/flow/design.v
export SDC_FILE = /design/flow/constraint.sdc
export NUM_CORES = 4
export LEC_CHECK = 1
export CORE_AREA = 10 10 93 93
export DIE_AREA = 0 0 103 103

===== flow/constraint.sdc =====
current_design ram_board_state

set clk_period 3.1
set clk_io_pct 0.2

create_clock -name clk0 -period $clk_period [get_ports {clk}]

set non_clock_inputs [all_inputs -no_clocks]
set_input_delay [expr $clk_period * $clk_io_pct] -clock clk0 $non_clock_inputs
set_output_delay [expr $clk_period * $clk_io_pct] -clock clk0 [all_outputs]

==> flow_metrics.env <==
# yosys + openroad results
export IMPL_p_switching_uw=107
export IMPL_chipHeight_um=103
export IMPL_post_synthesis_cell_area_um2=938
export IMPL_number_of_drc_markers_after_the_initial_detailed_route_iteration=42
export IMPL_cts_path_max_buffers=2
export IMPL_timing_critical_path_slowest_stage_cell="dfxtp_1"
export IMPL_hold_ws_ns=0.878
export IMPL_cp_num_buf_inv=1
export IMPL_switching_share_pct=17.8
export IMPL_grt_max_degree=14
export IMPL_timing_max_transition_violations_final=0
export IMPL_max_slew_worst_pin_slew_ns=0.525
export IMPL_detailroute_via_count=496
export IMPL_layout_top_cells_excl_fill_tap="20 x edfxtp_1, 9 x clkdlybuf4s50_1, 8 x mux2i_1"
export IMPL_flops_after_synth=24
export IMPL_timing_slew_headroom_pct=65.0
export IMPL_die_area_mm2=0.0106
export IMPL_postCtsSetupRepairBufs=0
export IMPL_post_route_min_period_ns=2.82
export IMPL_placement_io_buffers=9
export IMPL_die_width_um=103
export IMPL_routed_wirelength_um=1540
export IMPL_final_layout_size_suffix_gt1_share_pct=13.0
export IMPL_synthToLayoutAreaGrowth_pct=24.9
export IMPL_post_synth_inst_count=57
export IMPL_clock_power_share_pct=32.9
export IMPL_detail_route_wl_per_cell_um=10.3
export IMPL_cp_end_kind="output port"
export IMPL_final_area_mm2=0.00117
export IMPL_tritoncts_buffers=3
export IMPL_gp_congestion=0.815
export IMPL_min_period_over_period_pct=90.9
export IMPL_hpwlAfterDp_um=1150
export IMPL_clock_tree_root_cell="clkbuf_8"
export IMPL_netlist_cell_type_count=13
export IMPL_startpoint_type="register"
export IMPL_cell_internal_pwr_uw=493
export IMPL_antenna_violations_before_repair=0
export IMPL_hold_wc_path_type="in2reg"
export IMPL_tritoncts="yes"
export IMPL_detailed_place_area_mm2=0.00112
export IMPL_post_drt_via_cell_ratio=3.33
export IMPL_synth_seq_area_share_pct=72.5
export IMPL_critPathRequiredTime_ns=2.48
export IMPL_fp_row_count=30
export IMPL_grt_pass1_wl_um=2560
export IMPL_cell_count_in_the_yosys_report=57
export IMPL_commonest_non_fill_non_tap_cell_in_the_layout="edfxtp_1"
export IMPL_combPwrFrac_pct=6.6
export IMPL_post_cts_resize_count=0
export IMPL_grt_setup_unrepaired="no"
export IMPL_cellPowerDensity_mw_per_mm2=512
export IMPL_path_class="reg2out"
export IMPL_post_synthesis_chip_area_from_yosys_um2=938
export IMPL_fp_utilization_pct=13.9
export IMPL_ys_warnings_count=1
export IMPL_cts_hold_fix_buffers=0
export IMPL_first_global_vias=516
export IMPL_power_static_leakage_uw=0.000376
export IMPL_critPathMaxStageDelay_ns=0.66
export IMPL_route_detailed_drc=0
export IMPL_run_status="finished clean"
export IMPL_clkTransAtPathRegs_ns=0.07
export IMPL_seq_power_share_pct=60.4
export IMPL_report_power_total_uw=600
export IMPL_max_vdd_ir_drop_mv=0.164
export IMPL_placeableCoreArea_mm2=0.00676
export IMPL_syn_mean_instance_area_um2=16.5
export IMPL_finalHoldViolCount=0
export IMPL_cts_sinks=24
export IMPL_critical_path_cell_chain="mux2i_1 -> mux4_2 -> o21ai_1 -> clkdlybuf4s50_1"
export IMPL_max_cap_viol_count=0
export IMPL_antenna_left=0
export IMPL_grt_usage_pct=3.10
export IMPL_timing_critical_path_arrival_ns=2.20
export IMPL_boundaryPins=10
export IMPL_detail_route_antenna_diodes=0
export IMPL_crit_path_max_fanout=10
export IMPL_warning_count=25
export IMPL_globalRouteOverflowTotal=0
export IMPL_drtPass1Iterations=4
export IMPL_timing_fmax_ghz=0.355
export IMPL_cp_top_family="flip-flops"
export IMPL_h_tree_level_count=1
export IMPL_fin_tns_setup_ns=0
export IMPL_finalSetupViolations=0
-- power groups by stage --
stage / logic, uW / registers, uW / clock network [uW]
after CTS: 40.4 / 363 / 203
after global routing: 43.7 / 364 / 218
final: 39.9 / 363 / 198
-- path summary, 6_finish.rpt --
check,start,end,slack [ns],cells after the start
hold / removal,addr[2],register,0.88,1
setup / recovery,register,q[1],0.28,4
-- layer usage --
layer / vias up / share of wire, % / global-route usage [%]
met1: 228 / 42 / 3.42
met2: 22 / 46 / 5.17
li1: 242 / - / -
met5: - / 0 / 0
met3: 4 / 10 / 1.69
met4: 0 / 2.2 / 0.642
-- metrics by stage --
stage               setup WS, ns  util, %  instances
CTS                        0.247     17.4        149
detailed placement         0.557     16.5        145
finish                     0.283     17.4        149
global route               0.125     17.4        149
global placement           0.617     16.5        145
floorplan                   1.42        -         57
-- cell type report --
cell class / instances / area (um^2)
tap: 80 / 100
sequential: 24 / 681
multi-input combinational: 32 / 246
fill: 719 / 5580
clock buffer: 4 / 55.1
timing repair buffer: 9 / 90.1
-- Yosys cell counts --
cell,number,area (um^2)
or3b_2,1,8.76
mux2i_1,8,80.1
mux4_2,2,45.0
nand3b_1,2,15.0
buf_6,1,11.3
nand2b_1,2,12.5
mux2_2,2,22.5
nand2_1,3,11.3
dfxtp_1,4,80.1
nor3_1,3,15.0
edfxtp_1,20,601
nor2_1,7,26.3
o21ai_1,2,10.0
-- logic make-up after synthesis --
| logic type | count (synthesis) | synth area share, % |
|---|---|---|
| flip-flops | 24 | 72.5 |
| multiplexers | 12 | 15.7 |
| AND/OR/NAND/NOR | 18 | 9.47 |
| buffers and inverters | 1 | 1.20 |
| AND-OR/OR-AND | 2 | 1.07 |
Power and IR drop assume default switching activity.
