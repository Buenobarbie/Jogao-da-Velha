==> design/flow/run.sh <==
#!/bin/bash
# OpenROAD 26Q1-2900-gdf79404cd8, Yosys 0.63+post, stock flow scripts
make -C /OpenROAD-flow-scripts/flow DESIGN_CONFIG=/design/flow/config.mk WORK_HOME=/design/flow/orfs finish
==> design/flow/constraint.sdc <==
current_design contador_m

set clk_period 1.6
set clk_io_pct 0.2

create_clock -name clk0 -period $clk_period [get_ports {clock}]

set non_clock_inputs [all_inputs -no_clocks]
set_input_delay [expr $clk_period * $clk_io_pct] -clock clk0 $non_clock_inputs
set_output_delay [expr $clk_period * $clk_io_pct] -clock clk0 [all_outputs]
==> design/flow/config.mk <==
export PLATFORM = sky130hd
export DESIGN_NAME = contador_m
export DESIGN_NICKNAME = contador_m
export VERILOG_FILES = /design/flow/design.v
export SDC_FILE = /design/flow/constraint.sdc
export NUM_CORES = 4
export LEC_CHECK = 1
export CORE_AREA = 10 10 70 70
export DIE_AREA = 0 0 80 80
==> design/flow/design.v <==
module contador_m #(parameter M=100, N=7)
  (
   input  wire          clock,
   input  wire          zera_as,
   input  wire          zera_s,
   input  wire          conta,
   output reg  [N-1:0]  Q,
   output reg           fim,
   output reg           meio
  );
  always @(posedge clock or posedge zera_as) begin
    if (zera_as) begin
      Q <= 0;
    end else if (clock) begin
      if (zera_s) begin
        Q <= 0;
      end else if (conta) begin
        if (Q == M-1) begin
          Q <= M-1;
        end else begin
          Q <= Q + 1;
        end
      end
    end
  end
  always @ (Q)
      if (Q == M-1)   fim = 1;
      else            fim = 0;
  always @ (Q)
      if (Q == M/2-1) meio = 1;
      else            meio = 0;
endmodule
==> metrics.csv <==
metric,value,unit
run_status,"complete, but fails checks",
failed_checks,setup timing,
kind_of_cell_adding_the_most_delay_to_the_critical_path,buffers and inverters,
wl_per_cell,10.6,um
critical_path_peak_fanout,2,
met3_wire_len,81,um
netlist_area_before_placement,373,um2
setup_viol,3,
fillCellCount,378,
syn-mean-instance-area,9.81,um2
avgViaCountPerCell,3.61,
rsz0062_at_grt,true,
worstPathArrival,1.86,ns
core_area,0.00342,mm2
layout_top_cells_excl_fill_tap,"sky130_fd_sc_hd__buf_4, sky130_fd_sc_hd__dfrtp_1, sky130_fd_sc_hd__clkdlybuf4s50_1",
wl_met1,586,um
dp_slack,-0.260,ns
insertion_delay,0.25,ns
std_cell_rows,21,
timing_hold_violations_final,0,
ios,13,
die_w,80,um
cell_total_in_the_yosys_stat_output,38,
postSynth.asyncResetShare,100,%
syn_warnings,1,
vdd.ir_drop.worst,0.254,mV
grt_remaining_overflow,0,
layout_top_cell_excl_fill_tap,sky130_fd_sc_hd__buf_4,
r2r-start,Q[1],
clk_pin_slew,0.05,ns
finalInstanceArea,772,um2
antennaDiodeCount,0,
layout.cells.non_filler,124,
initial_utilization,10.9,%
critical_path_required,1.73,ns
cts_inserted_buffers,3,
highest-signal-layer,met4,
finalCriticalPeriod,1.74,ns
setup.worst_path.start,Q[1],
timing.critical_path.slowest_cell_delay,0.39,ns
pnr_worst_setup_slack,-0.136,ns
power.total,407,uW
final_antenna_net_count,0,
p_leak,0.000384,uW
h-tree-depth,1,
layout_overhead_on_the_synthesized_area,107,%
layout_worst_path_cycle_share,108,%
cts.path.max_buffers,2,
route.vias.total,448,
power.density,527,mW/mm2
worst_setup_path_end_kind,register,
first_global_vias,454,
gpl.final_weighted_congestion,0.839,
max-slew-margin-rel,80.0,%
maximum_number_of_pins_on_one_net_before_global_route_repair,8,
cap_viol_max_count,0,
yosys.cell_types.count,20,
critical_path_class,reg -> reg,
cts-root-buf,sky130_fd_sc_hd__clkbuf_4,
cts-hold-fix-buffers,0,
largest_reg_flops,7,
path_cells,"ha_2, nand4b_1, or3_4, inv_2, buf_4, buf_4, buf_4, buf_6, buf_6, buf_6, nor3_2",
yosys.stat.seqShare,47.0,%
timing.critical_path.slowest_stage_cell,sky130_fd_sc_hd__or3_4,
synth.yosys.chip_area,373,um2
log.warning_count,28,
die_h,80,um
detail_route.drc_violations,0,
clock_sinks,7,
final_layout_size_suffix_gt1_share,43.6,%
grt_usage,4.35,%
detailed_place.area,663,um2
tritoncts_clock_tree,done,
fin_worst_hold_slack,0.304,ns
regMostFlops,Q,
critical_path_buf_inv_count,7,
dr_wl_met2,606,um
crit_path_start_kind,register,
ys_ff,7,
drtIter0Drc,11,
finalWirelength,1.32,mm
final.setup_skew,0.00176,ns
placed_cells,111,
first_pass_iters,4,
reg.largest.list,Q x7,
flop_cell,sky130_fd_sc_hd__dfrtp_1,
max_freq,576,MHz
tightest_hold_check_type,in -> async,
chip_area,0.00640,mm2
first_pass_grt_wire_length,2.27,mm
final_max_slew_viol_count,0,
port_buffers,12,
initial_antenna_violation_count,0,
dpl.hpwl,973,um
enable_flop_cells,0,
post_synth_inst_count,38,
tightest_slew,0.299,ns
[metrics by stage]
| step | utilization (%) | TNS (ns) |
|---|---|---|
| detailed placement | 19.4 | -0.462 |
| floorplan | - | 0 |
| CTS | 22.1 | -0.294 |
| global route | 22.6 | -0.549 |
| global placement | 19.4 | -0.395 |
| finish | 22.6 | -0.271 |
[worst register-to-register path: stages (launching register included)]
cell and delay, ns:
sky130_fd_sc_hd__dfrtp_1 0.35, sky130_fd_sc_hd__ha_2 0.18, sky130_fd_sc_hd__nand4b_1 0.10, sky130_fd_sc_hd__or3_4 0.39, sky130_fd_sc_hd__inv_2 0.06, sky130_fd_sc_hd__buf_4 0.09, sky130_fd_sc_hd__buf_4 0.09, sky130_fd_sc_hd__buf_4 0.10
sky130_fd_sc_hd__buf_6 0.08, sky130_fd_sc_hd__buf_6 0.08, sky130_fd_sc_hd__buf_6 0.08, sky130_fd_sc_hd__nor3_2 0.03
[layout make-up]
class	instances	area [um2]	area share [%]
Multi-Input combinational cell	28	200	25.9
Inverter	3	11.3	1.46
Tap cell	46	57.6	7.46
Timing Repair Buffer	36	302	39.1
Sequential cell	7	175	22.7
Clock buffer	4	26.3	3.40
[cells by family after synthesis]
group	Yosys count	share of synthesized area, %
compound gates	8	13.4
xor+xnor	2	4.70
fa+ha+maj	2	6.71
buf+inv	3	3.02
flops	7	47.0
simple gates	16	25.2
[Yosys cell counts (2+ instances only)]
cell,instances,area [um2]
sky130_fd_sc_hd__a21oi_1,2,10.0
sky130_fd_sc_hd__dfrtp_1,7,175
sky130_fd_sc_hd__ha_1,2,25.0
sky130_fd_sc_hd__inv_1,3,11.3
sky130_fd_sc_hd__nand2_1,2,7.51
sky130_fd_sc_hd__nand4_1,2,12.5
sky130_fd_sc_hd__nor2_1,4,15.0
sky130_fd_sc_hd__o21ai_0,2,10.0
sky130_fd_sc_hd__or3_1,2,12.5
sky130_fd_sc_hd__xor2_1,2,17.5
[report_power, final]
group | total, uW | internal, uW | switching, uW | leakage, uW
Sequential | 185 | 182 | 3.06 | 0.0000956
Clock | 161 | 95.2 | 65.6 | 0.0000150
Combinational | 61.3 | 35.1 | 26.3 | 0.000273
[path summary, 6_finish.rpt]
kind	to	slack, ns	cells past startpoint
setup / recovery	Q[2]	-0.14	11
min in group clk0	Q[4]	0.67	3
hold / removal	Q[5]	0.30	2
hold reg to reg	Q[4]	0.67	3
setup reg to reg	Q[2]	-0.14	11
max in group asynchronous	Q[0]	1.08	2
[routing by layer]
layer  global-route usage (%)  vias up
met1                     5.06      207
met4                    0.880        0
met3                     1.82        6
li1                         -      217
met5                        0        -
met2                     7.30       18
[repair_timing]
action / CTS / global route
hold endpoints to repair: 0 / 0
setup endpoints to repair: 3 / 6
buffers inserted: 8 / 1
pin swaps: 2 / 0
resized: 13 / 3
Power is estimated from default activity; no workload was simulated.
